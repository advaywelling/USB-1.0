### /design/flow/config.mk
export PLATFORM = sky130hd
export DESIGN_NAME = ahb_subordinate_lite
export DESIGN_NICKNAME = ahb_subordinate_lite
export VERILOG_FILES = /design/flow/design.v
export SDC_FILE = /design/flow/constraint.sdc
export NUM_CORES = 4
export LEC_CHECK = 1
export CORE_UTILIZATION = 30
### /design/flow/constraint.sdc
current_design ahb_subordinate_lite

set clk_period 8.0
set clk_io_pct 0.2

create_clock -name clk0 -period $clk_period [get_ports {clk}]

set non_clock_inputs [all_inputs -no_clocks]
set_input_delay [expr $clk_period * $clk_io_pct] -clock clk0 $non_clock_inputs
set_output_delay [expr $clk_period * $clk_io_pct] -clock clk0 [all_outputs]
### /design/flow/design.v
`timescale 1ns / 10ps
module ahb_subordinate_lite (
    input logic clk,
    input logic n_rst,
    input logic hsel,
    input logic [3:0] haddr,
    input logic [1:0] hsize,
    input logic [1:0] htrans,
    input logic hwrite,
    input logic [31:0] hwdata,
    output logic [31:0] hrdata,
    output logic hresp,
    output logic hready,
    input logic [2:0] rx_packet,
    input logic rx_data_ready,
    input logic rx_transfer_active,
    input logic rx_error,
    output logic d_mode,
    input logic [6:0] buffer_occupancy,
    input logic [7:0] rx_data,
    output logic get_rx_data,
    output logic store_tx_data,
    output logic [7:0] tx_data,
    output logic clear,
    output logic [2:0] tx_packet,
    input logic tx_transfer_active,
    input logic tx_error,
    input logic [2:0] hburst
    );
    logic [3:0] txreg;
    logic [15:0][7:0] mem,next_mem;
    logic write_tx;
    logic [3:0] prev_addr, curr_addr;
    logic [1:0] prev_size, curr_size;
    hready_controller hrcu(.clk(clk), .n_rst(n_rst), .hready(hready), .hresp(hresp), 
                            .regadd(txreg), .write_tx(write_tx), .store_tx_data(store_tx_data), .hsel(hsel), .htrans(htrans),
                            .get_rx_data(get_rx_data), .hwrite(hwrite), .haddr(haddr), .curr_addr(prev_addr), .hsize(hsize));
    logic [31:0] next_hrdata;
    logic [7:0] next_tx_data;
    logic prev_hwrite, prev_write, curr_write;
    logic [3:0] prev_write_addr, write_addr;
    logic [1:0] prev_write_size, write_size;
    logic prev_tx_active, prev_get_rx_data;
    assign d_mode = tx_transfer_active;
    assign clear = mem[13][0];
    always_comb begin
        case (mem[12])
            8'd1: tx_packet = 3'd2;
            8'd2: tx_packet = 3'd3;
            8'd3: tx_packet = 3'd4;
            8'd4: tx_packet = 3'd5;
            8'd5: tx_packet = 3'd6; 
            default: tx_packet = 3'd7;
        endcase
        next_tx_data = 8'b0;
        curr_addr = prev_addr;
        curr_size = prev_size;
        curr_write = prev_write;
        if(txreg < 4'h4) next_tx_data = mem[txreg][7:0];
        if(hsel && hready) begin
            curr_addr = haddr;
            curr_size = hsize;
            curr_write = hwrite;
        end
    end
    always_ff @( posedge clk, negedge n_rst ) begin : ready_stuff
        if(!n_rst) begin
            prev_addr <= 4'h9;
            prev_size <= 2'b0;
            prev_write <= 1'b0;
        end else begin
            prev_write <= curr_write;
            prev_addr <= curr_addr;
            prev_size <= curr_size;
        end
    end
    always_comb begin : read_logic
        next_hrdata = hrdata;
        if(hsel) begin
            next_hrdata = 32'b0;
            if(hready) begin
                if(!hwrite && !(hresp)) begin  
                    next_hrdata[31:0] = 32'b0;
                    if(hsize == 2'b0) begin
                        next_hrdata[haddr[1:0]*8 +: 8] = mem[haddr];
                    end
                    if(hsize == 2'b1) begin
                        next_hrdata[haddr[1:0]*8 +: 16] = {mem[haddr+4'b1], mem[haddr]};
                    end
                    if(hsize == 2'b10 && haddr <= 4'd12) begin
                        next_hrdata[31:0] = {mem[haddr+4'b11], mem[haddr+4'b10], mem[haddr+4'b1], mem[haddr]};
                    end
                end
            end
            if(~hready) begin
                if(!prev_write && !hresp) begin
                    if(prev_size == 2'b0) begin
                        next_hrdata[prev_addr[1:0]*8 +: 8] = mem[prev_addr];
                    end
                    if(prev_size == 2'b1) begin
                        next_hrdata[prev_addr[1:0]*8 +: 16] = {mem[prev_addr+4'b1], mem[prev_addr]};
                    end
                    if(prev_size == 2'b10 && prev_addr <= 4'd12) begin
                        next_hrdata[31:0] = {mem[prev_addr+4'b11], mem[prev_addr+4'b10], mem[prev_addr+4'b1], mem[prev_addr]};
                    end
                end
            end
        end
    end
    always_comb begin : write_logic
        next_mem = mem;
        if(hsel) begin
            if(prev_hwrite && (prev_write_addr < 4'd4 || prev_write_addr == 4'd12 || prev_write_addr == 4'd13)) begin
                if(prev_write_size == 2'b0) begin
                    next_mem[prev_write_addr] = hwdata[prev_write_addr[1:0]*8 +: 8];
                end
                if(prev_write_size == 2'b1) begin
                    {next_mem[prev_write_addr+4'b1], next_mem[prev_write_addr]} = hwdata[prev_write_addr[1:0]*8 +: 16];
                end
                if(prev_write_size == 2'b10) begin
                    {next_mem[prev_write_addr+4'b11], next_mem[prev_write_addr+4'b10], next_mem[prev_write_addr+4'b1], next_mem[prev_write_addr]} = hwdata;
                end
                if(prev_write_addr == 4'd13 || (prev_write_addr == 4'd12 && prev_write_size!=0)) begin
                end
            end
        end
        write_addr = 4'h9;
        write_size = 2'b0;
        if(hsel && htrans != 0 && hwrite) begin
            write_addr = haddr;
            write_size = hsize;
        end
        else if(hsel && htrans != 0 && hwrite == 1'b0) begin
            write_addr = 4'hF;
        end
        if(prev_get_rx_data) begin
            next_mem[txreg] = rx_data;
        end
        if(mem[13][0] == 1'b1) begin
            next_mem[13] = 8'b0;
        end
        if((tx_transfer_active == 1'b0 && prev_tx_active == 1'b1) || tx_error == 1'b1) next_mem[12] = 8'b0;
    end
    always_ff @(posedge clk, negedge n_rst) begin : write_ff
        if(!n_rst) begin
            prev_write_addr <= 4'b0;
            prev_hwrite <= 1'b0;
            prev_write_size <= 2'b0;
            prev_tx_active <= 1'b0;
            prev_get_rx_data <= 1'b0;
        end
        else begin
            prev_tx_active <= tx_transfer_active;
            prev_get_rx_data <= get_rx_data;
            prev_write_addr <= (hready == 1'b0) ? prev_write_addr : write_addr;
            prev_write_size <= (hready == 1'b0) ? prev_write_size : write_size;
            prev_hwrite <= (hready == 1'b0) ? prev_hwrite : hwrite;
        end
    end
    always_ff @( posedge clk, negedge n_rst ) begin : registers_ff
        if(!n_rst) begin
            mem <= '0;
            hrdata <= 32'b0;
            tx_data <= 8'b0;
        end
        else begin
            hrdata <= next_hrdata;
            tx_data <= next_tx_data;
            mem[0] <= next_mem[0];
            mem[1] <= next_mem[1];
            mem[2] <= next_mem[2];
            mem[3] <= next_mem[3];
            mem[4][0] <= rx_data_ready;
            mem[4][1] <= rx_packet == 3'b1;  
            mem[4][2] <= rx_packet == 3'b0;  
            mem[4][3] <= rx_packet == 3'd4;  
            mem[4][4] <= rx_packet == 3'd2;  
            mem[4][5] <= rx_packet == 3'd3;  
            mem[4][7:6] <= 2'b0;
            mem[5] <= {6'b0, tx_transfer_active, rx_transfer_active};
            mem[6] <= {7'b0, rx_error};
            mem[7] <= {7'b0, tx_error};
            mem[8] <= {1'b0, buffer_occupancy};
            mem[9] <= 8'b0;  
            mem[10] <= 8'b0;  
            mem[11] <= 8'b0;  
            mem[12] <= next_mem[12];  
            mem[13] <= next_mem[13];  
            mem[14] <= 8'b0;  
            mem[15] <= 8'b0;  
        end
    end
endmodule
`timescale 1ns / 10ps
module hready_controller (
    input logic clk, 
    input logic n_rst,
    output logic hready,
    output logic hresp,
    output logic [3:0] regadd,
    output logic write_tx,
    output logic store_tx_data,
    output logic get_rx_data,
    input logic hwrite,
    input logic [3:0] haddr,
    input logic [1:0] hsize,
    input logic hsel,
    input logic [3:0] curr_addr,
    input logic [1:0] htrans
);
    typedef enum logic [5:0] {
        IDLE, EIDLE1, EIDLE2, WRITE0_DATA, WRITE1_DATA, WRITE1_MEM, WRITE1_NEXTTX, WRITE1_TX,
        WRITE2_DATA, WRITE2_MEM, WRITE2_NEXTTX1, WRITE2_NEXTTX2, WRITE2_TX,
        WRITE4_DATA, WRITE4_MEM, WRITE4_NEXTTX1, WRITE4_NEXTTX2, WRITE4_NEXTTX3, WRITE4_NEXTTX4, WRITE4_TX,
        READ0_DATA, READ1_DATA, READ1_NEXTMEM, READ1_MEM, READ1_HRDATA, 
        READ2_DATA, READ2_NEXTMEM1, READ2_NEXTMEM2, READ2_MEM, READ2_HRDATA,
        READ4_DATA, READ4_NEXTMEM1, READ4_NEXTMEM2, READ4_NEXTMEM3, READ4_NEXTMEM4, READ4_MEM, READ4_HRDATA
    } state_t;
    logic next_hready, next_hresp, next_get_rx_data, next_store_tx_data;
    state_t state, next_state;
    always_ff @( posedge clk, negedge n_rst ) begin : hready_state
        if(!n_rst) begin
            state <= IDLE;
            hready <= 1'b1;
            hresp <= 1'b0;
            get_rx_data <= 1'b0;
            store_tx_data <= 1'b0;
        end else begin
            state <= hsel ? next_state : IDLE;
            get_rx_data <= hsel ? next_get_rx_data : 1'b0;
            store_tx_data <= hsel ? next_store_tx_data : 1'b0;
            hready <= hsel ? next_hready : 1'b1;
            hresp <= hsel ? next_hresp : 1'b0;
        end        
    end
    always_comb begin : state_logic
        next_state = state;
        regadd = 4'h9;
        next_hready = 1'b0;
        next_hresp = 1'b0;
        next_store_tx_data = 1'b0;
        next_get_rx_data = 1'b0;
        write_tx = 1'b0;
        case (state)
            IDLE: begin
                next_hready = 1'b1;
                if((haddr == 4'd9 | haddr == 4'd10 | haddr == 4'd11 | haddr == 4'd14 | haddr == 4'd15) | 
                    (hwrite & ~(haddr == 4'b0 | haddr == 4'b1 | haddr == 4'd2 | haddr == 4'd3 | haddr == 4'd12 | haddr == 4'd13)) | 
                    (hwrite & haddr == 4'hC & hsize == 2'b10)) begin
                        next_state = EIDLE1;
                        next_hresp = 1'b1;
                        next_hready = 1'b0;
                end
                else if(!hwrite && haddr > 4'h3) begin 
                    next_state = IDLE;
                    next_hready = 1'b1;
                end
                else if(!hwrite && hsize == 2'b0 && haddr < 4'h4) begin
                    next_state = READ1_DATA;
                    next_get_rx_data = 1'b1;
                    next_hready = 1'b0;
                end
                else if(!hwrite && hsize == 2'b1 && (haddr == 4'b0 || haddr == 4'h2)) begin
                    next_state = READ2_DATA;
                    next_get_rx_data = 1'b1;
                    next_hready = 1'b0;
                end
                else if(!hwrite && hsize == 2'b10 && haddr == 4'b0) begin
                    next_state = READ4_DATA;
                    next_get_rx_data = 1'b1;
                    next_hready = 1'b0;
                end
                else if(hwrite && haddr > 4'h3) begin
                    next_state = WRITE0_DATA;
                    next_hready = 1'b0;
                end
                else if(hwrite && hsize == 2'b0 && haddr < 4'h4) begin
                    next_state = WRITE1_DATA;
                    next_hready = 1'b0;
                end
                else if(hwrite && hsize == 2'b1 && (haddr == 4'b0 || haddr == 4'h2)) begin
                    next_state = WRITE2_DATA;
                    next_hready = 1'b0;
                end
                else if(hwrite && hsize == 2'b10 && haddr == 4'b0) begin
                    next_state = WRITE4_DATA;
                    next_hready = 1'b0;
                end
                if(!hsel || htrans == 2'b0) begin
                    next_hready = 1'b1;
                    next_state = IDLE;
                    next_get_rx_data = 1'b0;
                    next_store_tx_data = 1'b0;
                    next_hresp = 1'b0;
                end
            end
            EIDLE1: begin
                next_hresp = 1'b1;
                next_hready = 1'b1;
                next_state = EIDLE2;
            end
            EIDLE2: begin
                next_hready = 1'b1;
                next_hresp = 1'b0;
                next_state = IDLE;
            end
            READ0_DATA: begin
                next_hready = 1'b1;
                next_state = IDLE;
            end
            READ1_DATA: begin
                next_get_rx_data = 1'b0;
                next_state = READ1_NEXTMEM;
            end
            READ1_NEXTMEM: begin
                regadd = curr_addr;
                next_state = READ1_MEM;
            end
            READ1_MEM: begin
                next_state = READ1_HRDATA;
            end
            READ1_HRDATA: begin 
                next_hready = 1'b1;
                next_state = IDLE;
            end
            READ2_DATA: begin
                next_get_rx_data = 1'b1;
                next_state = READ2_NEXTMEM1;
            end
            READ2_NEXTMEM1: begin
                next_get_rx_data = 1'b0;
                regadd = curr_addr;
                next_state = READ2_NEXTMEM2;
            end
            READ2_NEXTMEM2: begin
                regadd = curr_addr+4'b1;
                next_state = READ2_MEM;
            end
            READ2_MEM: next_state = READ2_HRDATA;
            READ2_HRDATA: begin 
                next_hready = 1'b1;
                next_state = IDLE;
            end
            READ4_DATA: begin
                next_get_rx_data = 1'b1;
                next_state = READ4_NEXTMEM1;
            end
            READ4_NEXTMEM1: begin
                next_get_rx_data = 1'b1;
                next_state = READ4_NEXTMEM2;
                regadd = curr_addr;
            end
            READ4_NEXTMEM2: begin
                next_get_rx_data = 1'b1;
                next_state = READ4_NEXTMEM3;
                regadd = curr_addr + 4'b1;
            end
            READ4_NEXTMEM3: begin
                next_get_rx_data = 1'b0;
                next_state = READ4_NEXTMEM4;
                regadd = curr_addr + 4'b10;
            end
            READ4_NEXTMEM4: begin
                regadd = curr_addr + 4'b11;
                next_state = READ4_MEM;
            end
            READ4_MEM: next_state = READ4_HRDATA;
            READ4_HRDATA: begin 
                next_hready = 1'b1;
                next_state = IDLE;
            end
            WRITE0_DATA: begin 
                next_hready = 1'b1;
                next_state = IDLE;
            end
            WRITE1_DATA: begin
                next_state = WRITE1_MEM;
            end
            WRITE1_MEM: next_state = WRITE1_NEXTTX;
            WRITE1_NEXTTX: begin
                regadd = curr_addr;
                write_tx = 1'b1;
                next_state = WRITE1_TX;
                next_store_tx_data = 1'b1;
            end
            WRITE1_TX: begin
                next_store_tx_data = 1'b0;
                next_hready = 1'b1;
                next_state = IDLE;
            end
            WRITE2_DATA: next_state = WRITE2_MEM;
            WRITE2_MEM: next_state = WRITE2_NEXTTX1;
            WRITE2_NEXTTX1: begin
                regadd = curr_addr;
                write_tx = 1'b1;
                next_state = WRITE2_NEXTTX2;
                next_store_tx_data = 1'b1;
            end
            WRITE2_NEXTTX2: begin
                regadd = curr_addr + 4'b1;
                next_state = WRITE2_TX;
                write_tx = 1'b1;
                next_store_tx_data = 1'b1;
            end
            WRITE2_TX: begin
                next_store_tx_data = 1'b0;
                next_state = IDLE;
                next_hready = 1'b1;
            end
            WRITE4_DATA: next_state = WRITE4_MEM;
            WRITE4_MEM: next_state = WRITE4_NEXTTX1;
            WRITE4_NEXTTX1: begin
                regadd = curr_addr;
                write_tx = 1'b1;
                next_state = WRITE4_NEXTTX2;
                next_store_tx_data = 1'b1;
            end
            WRITE4_NEXTTX2: begin
                regadd = curr_addr + 4'b1;
                write_tx = 1'b1;
                next_store_tx_data = 1'b1;
                next_state = WRITE4_NEXTTX3;
            end
            WRITE4_NEXTTX3: begin
                regadd = curr_addr + 4'h2;
                write_tx = 1'b1;
                next_store_tx_data = 1'b1;
                next_state = WRITE4_NEXTTX4;
            end
            WRITE4_NEXTTX4: begin
                regadd = curr_addr + 4'h3;
                write_tx = 1'b1;
                next_store_tx_data = 1'b1;
                next_state = WRITE4_TX;
            end
            WRITE4_TX: begin
                next_store_tx_data = 1'b0;
                next_hready = 1'b1;
                next_state = IDLE;
            end
            default: next_state = IDLE;
        endcase
    end
endmodule
### /design/flow/run.sh
#!/bin/bash
# OpenROAD 26Q1-2900-gdf79404cd8, Yosys 0.63+post, stock flow scripts
make -C /OpenROAD-flow-scripts/flow DESIGN_CONFIG=/design/flow/config.mk WORK_HOME=/design/flow/orfs finish
==> impl.org <==
#+TITLE: Flow metrics

** STA
- Final Slew Violations :: 0
- Setup repair after global routing left no endpoint under its margin.
- At the pin with the least slew margin, the transition time is a little over 900 ps.
- In the final timing run, aggregate negative setup slack is 0 ps.
- Post-route fraction of the period consumed by the critical path :: approximately three fifths
- FMAX :: between 0.2 and 0.25 GHz
- The worst-case max-slew headroom was logged as 36.4%.
- The smallest clock period supported by the final layout is computed as 4790 ps.
- The end-of-flow timing check tallies setup violations at 0.
- Min Hold Slack :: just over 400 ps
- Across all setup checks in the final design, the least slack found is 3210 ps.
- Hold Violations, Final :: 0
- Final setup skew :: 14.6 ps

** Setup path
- Startpoint of the worst-slack reg-to-reg timing path :: hrcu.state[4]
- Register-to-Register Setup Slack :: 3370 ps
- The worst setup path is captured at a flop.
- Worst Reg2Reg Path Length in Cells :: 12
- According to the timing report, the arrival time at the worst endpoint equals 5120 ps.
- Required time reported for the critical path endpoint :: about 8300 ps
- The worst setup path is launched from an input port.
- Along the worst path, the maximum fanout reaches 44.
- For the worst reg-to-reg path, the endpoint reported by OpenROAD is mem[7].
- The worst setup path is of the in2reg kind.

** Yosys
- The most common cell in the synthesized netlist is nor2_1.
- The synthesized netlist was found by Yosys to have between 1,000 and 1,500 cells.
- The synthesis report lists the Yosys warning total as 2.
- Synthesized cell area :: 11,500 um2
- The synthesis report names the predominant flop master as dfrtp_1.
- Yosys reports that the leading cell type by area covers between 20% and 30% of the netlist area.
- Cell types with the highest counts after synthesis :: 145 x nor2_1, 127 x dfrtp_1, 125 x nand2_1
- For this run, asynchronously set or reset flops after synthesis account for 100%.
- Total cell area reported by yosys after synthesis :: 11,500 um2
- Ranking of synthesized cells by area :: dfrtp_1 28%, mux2_2 5.3%, mux2i_1 4.8%
- Post-Syn Instances :: 1,397
- Number of distinct standard cells referenced by the synthesized netlist :: 77
- Flip-flop and latch count after synthesis :: 130
- Synthesized area per cell :: 8.24 um2
- Sorting the Yosys area breakdown by cell type puts at the top dfrtp_1.
- For this run, the register share of the synthesized area comes to around 28%.
- Count of flip-flops with a built-in enable after synthesis :: 0

** Power
- Portion of total power attributed to the clock network :: 29.5%
- Leakage dissipation :: 5.20 nW
- Max IR drop VDD :: 154 uV
- Power Density :: 203 nW/um2
- Share of total power consumed by net switching :: 41.0%
- Switching power summed over all nets :: around 1.1 mW
- The share of total power dissipated in combinational logic is between 30 and 40%.
- Part of the power in registers :: around 33%
- The internal portion of the total power is 1.64 mW.

** Final layout
- Measured on the finished design, the core utilization comes to about 36%.
- The area growth from synthesis to layout is 18.9%.
- Count of non-filler cells in the finished layout :: 1,966
- In the final layout, the share of cells above drive strength 1 is 11.6%.
- FILL cells :: approximately 3,900

** Global routing
- GR Util All Layers :: 25.0%
- The initial antenna violation count came to 2.
- Global route summary, busiest routing layer listed as met2.
- For this run, global-route usage on met2 was measured as 37.9%.
- Entering global routing, the biggest net connects 57 pins.
- GR Layer Usage met1 :: 35.3%
- The first global-routing pass estimated ~70,000 um of wire.
- Total congestion overflow :: 0
- Vias in the first global route :: 11,400
- On met3, the global router reports a usage of 6.80%.

** Placement
- Number of I/O port buffers :: 115
- Dpl cells :: 1,934
- Summed over all nets, the half-perimeter wirelength after detailed placement is 34,900 um.
- Minimum setup slack after placement :: 2790 ps
- RePlAce ended its routability-driven mode at a weighted congestion of 1.01.

** Routing
- Iteration tally of the first detailed-router pass :: 5
- Ant. Diodes :: 0
- Number of DRC markers after the initial detailed-route iteration :: 1,344
- After detailed routing, the number of remaining DRC violations is 0.
- Aggregate routed wire length :: between 40,000 and 50,000 um
- Nets still carrying antenna violations after routing amount to 0.
- Via density :: 6.05
- Average wire per cell in the routed design :: 24.1 um
- Summing over every cut layer, the via total after detailed routing is 11,900.

** Floorplan
- Floorplan die area :: 39,200 um2
- Core outline area :: 37,800 um2
- Height of the chip :: ~200 um
- Row Count :: about 71
- Count of boundary I/O pins :: 119
- The die is 198 um wide.
- For this configuration, the core starts out at a cell density of a little under a third.

** Clock tree
- Number of cells upsized or downsized after cts :: 0
- CTS Sinks :: 130
- At the later pin of the worst-skew pair, clock insertion delay measures roughly 430 ps.
- Buffers added to address setup during post-CTS repair amount to 0.
- Buffer type at the clock tree root :: clkbuf_16
- Post-CTS Hold Buffers :: 0
- On the reported timing paths, the clock transition at the registers reads roughly 60 ps.
- Counting the buffers created by CTS gives 17.
- Max H-tree Level :: 4
- TritonCTS clock tree :: built
- Bufs on Longest Clock Path :: 2

** Min path
- The worst hold path was traced through 0 stages.
- The type recorded for the worst min-delay path is reg2reg.
- The launch point of the worst min-delay path is recorded as hrcu.get_rx_data.
- End point of the worst hold path :: prev_get_rx_data

** Run status
- The run finished with clean final reports.

** Run
- Across the run, the number of max-cap violations was 0.
- In this run the tools logged warnings totalling 39.
[cell type report]
cell class	instances	area [um2]	area share (%)
timing repair buffer	147	1380	10.1
inverter	54	203	1.48
clock buffer	19	433	3.16
tap	511	639	4.67
multi-input combinational	1092	7600	55.5
sequential	130	3260	23.8
clock inverter	13	174	1.27
[through the flow]
step / power, mW / cell area (um2)
after floorplan: 1.54 / 11500
after global placement: 1.93 / 13100
after detailed placement: 1.93 / 13100
after CTS: 2.76 / 13700
after global routing: 2.91 / 13700
final: 2.78 / 13700
[registers in the layout, indices dropped and copies added (netlist names)]
name	cells
mem	64
hrdata	32
tx_data	8
hrcu.state	6
prev_addr	4
prev_write_addr	4
prev_size	2
prev_write_size	2
clear	1
hrcu.get_rx_data	1
hrcu.hready	1
hrcu.hresp	1
hrcu.store_tx_data	1
prev_get_rx_data	1
prev_hwrite	1
prev_write	1
[power by group through the flow]
stage     registers [mW]  clock network [mW]  logic, mW
4_1_cts            0.913               0.829       1.01
5_1_grt            0.930               0.859       1.12
6_report           0.920               0.819       1.04
[cell usage in the layout (no fill, tap or decap), types with 31 or more instances in the layout]
| cell | instances |
|---|---|
| mux2_2 | 54 |
| o21ai_0 | 98 |
| a22oi_1 | 65 |
| clkdlybuf4s50_1 | 112 |
| nand2_1 | 125 |
| nor2_1 | 145 |
| a21oi_1 | 66 |
| buf_4 | 32 |
| mux2i_1 | 55 |
| nand3_1 | 38 |
| o22ai_1 | 50 |
| a22o_1 | 31 |
| inv_1 | 49 |
| dfrtp_1 | 126 |
[routing by layer]
metal	part of all wire, %	vias up	wire [um]
met3	10	87	4790
met2	44	583	21100
li1	-	5421	-
met4	3.3	2	1540
met5	0.027	-	13
met1	42	5809	20000
[cells by family (layout without fill, tap and decap cells)]
kind of cell	count (synthesis)	count (layout)	synth area share (%)
buf+inv	175	233	5.84
compound gates	481	481	29.6
xor+xnor	6	6	0.456
flops	130	130	28.3
fa+ha+maj	19	19	2.13
mux	134	134	14.9
simple gates	452	452	18.8
[critical path: stages]
cell	delay (ps)
clkbuf_2	80
buf_4	430
clkinv_1	720
ha_1	610
nor2_1	480
nand2_1	140
nor2_1	240
nand2_1	200
o2bb2ai_1	260
o21ai_0	210
o221ai_1	150
[how the worst max path moves through the flow]
stage,from,endpoint
final,haddr[1],hrdata[22]
after CTS,haddr[1],hrdata[16]
after global routing,haddr[1],hrdata[16]
No activity file was given, so power comes from the tool's default toggle rates.
