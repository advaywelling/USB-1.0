==> /design/flow/design.v <==
`timescale 1ns / 10ps
module bit_pd_counter_rx (
    input clk, n_rst,
    input logic enable,
    input logic clear, restart,
    output logic flag,
    output logic [3:0] count_out
);
  logic [1:0] cycle_ctr, next_cycle_ctr;
  logic [3:0] period_cnt, next_period_cnt;
  logic curr_flag, next_flag;
  logic [3:0] max_cnt;
  always @(posedge clk, negedge n_rst) begin
    if (!n_rst) begin
      cycle_ctr  <= 2'd0;
      period_cnt <= 4'd0;
      curr_flag     <= 1'b0;
    end else if (restart) begin
      cycle_ctr  <= 2'd0;
      period_cnt <= 4'd0;
      curr_flag     <= 1'b0;
    end
    else begin
      cycle_ctr  <= next_cycle_ctr;
      period_cnt <= next_period_cnt;
      curr_flag <= next_flag;
    end
  end
  always_comb begin
    next_cycle_ctr = cycle_ctr;
    next_period_cnt = period_cnt;
    max_cnt = (cycle_ctr == 2) ? 4'd8 : 4'd7;
    if(clear) begin
        next_cycle_ctr = 0;
        next_period_cnt = 0;
    end else if(enable) begin
        if(period_cnt == max_cnt) begin
            next_period_cnt = 4'h0;
            if(cycle_ctr == 2) begin
                next_cycle_ctr = 2'h0;
            end else begin
                next_cycle_ctr = cycle_ctr + 1;
            end
        end else begin
            next_period_cnt = period_cnt + 1;
        end
    end
    next_flag = (next_period_cnt == max_cnt);
  end
  assign count_out = period_cnt;
  assign flag = curr_flag;
endmodule
`timescale 1ns / 10ps
module decoder #(
) (
    input clk, n_rst,
    input logic dp_in, dm_in,
    input logic sample_en, restart,
    output logic d_orig, error, end_packet
);
    logic prev_dp, prev_dm, next_d_orig;
    always_ff @(posedge clk, negedge n_rst) begin
        if (!n_rst) begin
            prev_dp <= 1;
            prev_dm <= 0;
            d_orig <= 0;
        end else if (restart) begin
            prev_dp <= 1;
            prev_dm <= 0;
            d_orig <= 0;
        end else if (sample_en) begin
            prev_dp <= dp_in;
            prev_dm <= dm_in;
            d_orig <= next_d_orig;
        end
    end
    always_comb begin
        next_d_orig = d_orig;
        end_packet = 0;
        error = 0;
        if (sample_en) begin
        if (dp_in == !dm_in) begin
            next_d_orig = (dp_in == prev_dp) ? 1 : 0;
        end else if ((dp_in == dm_in) && (dp_in == 0)) begin
            if ((dp_in == prev_dp) && (dp_in == prev_dm)) 
                end_packet = 1;
            else if (prev_dp == prev_dm)
                error = 1;
        end
        end
    end
endmodule
`timescale 1ns / 10ps
module flex_counter_rx #(
    parameter SIZE = 4
) (
    input logic clk,
    input logic n_rst,
    input logic clear,
    input logic count_enable, restart,
    input logic [SIZE-1:0]rollover_val,
    output logic [SIZE-1:0]count_out,
    output logic rollover_flag
);
    logic [SIZE-1:0]curr_count;
    logic [SIZE-1:0]next_count;
    logic next_rollover_flag;
    always_ff @( posedge clk or negedge n_rst ) begin
        if(!n_rst) begin
            curr_count <= 0;
            rollover_flag <= 0;
        end else if (restart) begin
            curr_count <= 0;
            rollover_flag <= 0;
        end else begin
            curr_count <= next_count;
            rollover_flag <= next_rollover_flag;
        end
    end
    always_comb begin
        next_count = curr_count;
        if(clear) begin
            next_count = 0;
        end else if(count_enable) begin
            if(curr_count >= rollover_val) begin
                next_count = 1;
            end else begin
                next_count = curr_count+1;
            end
        end
        next_rollover_flag = (next_count == rollover_val);
    end
    assign count_out = curr_count;
endmodule
`timescale 1ns / 10ps
module flex_sr_rx #(
    parameter SIZE = 8,
    parameter MSB_FIRST = 0
) (
    input logic clk,
    input logic n_rst,
    input logic shift_enable,
    input logic load_enable,
    input logic serial_in, restart,
    input logic [SIZE-1:0]parallel_in,
    output logic serial_out,
    output logic [SIZE-1:0]parallel_out
);
    logic [SIZE-1:0]sr_temp;
    logic [SIZE-1:0]sr_next;
    always_ff @(posedge clk, negedge n_rst) begin
        if(!n_rst) begin
            sr_temp <= {SIZE{1'b0}};
        end else if (restart) begin
            sr_temp <= {SIZE{1'b0}};
        end else begin
            sr_temp <= sr_next;
        end
    end
    always_comb begin
        if(load_enable) begin
            sr_next = parallel_in;
        end else if(shift_enable) begin
            if(MSB_FIRST) begin
                sr_next = {sr_temp[SIZE-2:0], serial_in};
            end else if(!MSB_FIRST) begin
                sr_next = {serial_in, sr_temp[SIZE-1:1]};
            end
        end else begin
            sr_next = sr_temp;
        end
    end
    assign serial_out = MSB_FIRST ? sr_temp[SIZE-1] : sr_temp[0];
    assign parallel_out = sr_temp;
endmodule
`timescale 1ns / 10ps
module rx_cu #(
) (
    input clk, n_rst,
    input logic [7:0] byte_reg,
    input logic end_packet, error,
    input logic valid_byte,
    input logic shift_strobe,
    input logic [6:0] buffer_occupancy,
    output logic start_count, restart,
    output logic [7:0] rx_packet_data,
    output logic rx_transfer_active, rx_error, rx_store_packet_data,
    output logic rx_data_ready, flush,
    output logic [2:0] rx_packet
);
    typedef enum logic [4:0] { IDLE, PID, DATA, WAIT, TOKEN, ACK, ERROR, EOP, WAIT1, WAIT2, WAIT3, WAIT4, WAIT5,WAITB,EIDLE, WAITA, WAITC, WAITD, WAITE, WAITF } states;
    states state, next_state;
    logic prev_valid, nxt_valid, prev_prev_valid, nxt_prev_valid, prev_prev_prev_valid;
    logic [1:0] token_byte_cnt;
    logic err, n_err, prev_end_packet, next_rx_data_ready;
    logic [2:0] next_rx_packet;
    always_ff @(posedge clk, negedge n_rst) begin
        if (!n_rst) begin
            state <= IDLE;
            prev_valid <= '0;
            prev_prev_valid <= 0;
            prev_prev_prev_valid <= 0;
            prev_end_packet <= 0;
            rx_packet <= 3'd7;
            rx_data_ready <= 0;
            err <= 0;
        end else if (restart) begin
            state <=  IDLE;
            prev_valid <= '0;
            prev_prev_valid <= 0;
            prev_prev_prev_valid <= 0;
            prev_end_packet <= 0;
            rx_packet <= 3'd7;
            rx_data_ready <= 0;
            err <= n_err;
        end else begin
            state <= next_state;
            prev_valid <= nxt_valid;
            prev_prev_valid <= nxt_prev_valid;
            prev_prev_prev_valid <= prev_prev_valid;
            prev_end_packet <= end_packet;
            rx_packet <= next_rx_packet;
            rx_data_ready <= next_rx_data_ready;
            err <= n_err;
        end
    end
    always_comb begin: valid
        nxt_valid = prev_valid;
        nxt_prev_valid = prev_prev_valid;
        if (shift_strobe) begin
            nxt_valid = valid_byte;
            nxt_prev_valid = prev_valid;
        end 
        if (prev_prev_valid == 1)
            nxt_prev_valid = 0;
    end
    always_comb begin : next_state_logic
        next_state = state;
        case(state) 
            EIDLE: begin
                if (prev_prev_prev_valid) begin
                    if (byte_reg == 8'h01) 
                        next_state = PID;
                end else 
                    next_state = EIDLE;
            end
            IDLE: begin
                if (byte_reg == 8'hc0) begin
                    next_state = ERROR;
                end
                if (prev_prev_prev_valid) begin
                    if (byte_reg == 8'h01) begin
                        next_state = PID;
                    end
                end else 
                    next_state = IDLE;
            end
            PID: begin
                if (end_packet)
                    next_state = ERROR;
                else begin
                    if (prev_prev_valid) begin
                        if (byte_reg[3:0] == 4'd3 || byte_reg[3:0] == 4'd11) begin
                            next_state = DATA;
                        end else if (byte_reg[3:0] == 4'd1 || byte_reg[3:0] == 4'd2 || byte_reg[3:0] == 4'd4) begin
                            next_state = TOKEN;
                        end else begin
                            next_state = ERROR;
                        end
                    end else begin
                        next_state = PID;
                end
                end
            end
            TOKEN: begin
                if (end_packet)
                    next_state = EOP;
                else
                    next_state = TOKEN;
            end
            ACK: begin
                if (end_packet)
                    next_state = EOP;
                else
                    next_state = TOKEN;
            end
            DATA: begin
                if (!prev_end_packet) begin
                    if (prev_prev_valid) begin
                        if (buffer_occupancy == 7'd64) begin
                            next_state = ERROR;
                        end else begin
                            next_state = WAIT;
                        end
                    end else begin
                        next_state = DATA;
                    end
                end else begin
                    next_state = EOP;
                end
            end
            WAIT: begin
                if (prev_end_packet || end_packet) begin
                    next_state = EOP;
                end else if (buffer_occupancy == 7'd64) begin
                    next_state = WAITA;
                end else
                    next_state = DATA;
            end
            WAITA: begin
                    next_state = WAITB;
            end
            WAITB: begin
                next_state = WAITC;
            end
            WAITC: begin
                next_state = WAITD;
            end
            WAITD: begin
                next_state =WAITE;
            end
            WAITE: begin
                next_state = WAITF;
            end
            WAITF: begin
                if (!end_packet && buffer_occupancy == 7'd64) 
                    next_state = ERROR;
                else
                    next_state = WAIT;
            end
            EOP: begin
                next_state = WAIT1;
            end
            ERROR: begin
                next_state = WAIT1;
            end
            WAIT1: next_state = WAIT2;
            WAIT2: next_state = WAIT3;
            WAIT3: next_state = WAIT4;
            WAIT4: next_state = WAIT5;
            WAIT5: next_state = IDLE;
            default: begin
                next_state = IDLE;
            end
        endcase
    end
    always_comb begin : output_logic
        next_rx_packet = rx_packet;
        rx_packet_data = 0;
        rx_store_packet_data = 0;
        flush = 0;
        next_rx_data_ready = rx_data_ready;
        start_count = 0;
        rx_transfer_active = 0;
        rx_error = 0;
        restart = 0;
        n_err = err;
        case(state)
            EIDLE: begin
                if (prev_prev_prev_valid) begin
                    if (byte_reg == 8'h01) begin
                        start_count = 1;
                        n_err = 0;
                    end
                end
                else begin
                    start_count = 0;
                end
            end
            IDLE: begin
                n_err = 0;
                if (prev_prev_prev_valid) begin
                    if (byte_reg == 8'h01) begin
                        start_count = 1;
                    end
                end
                else begin
                    start_count = 0;
                end
            end
            PID: begin
                if (prev_prev_valid) begin
                    rx_transfer_active = 1;
                    case (byte_reg ) 
                        8'b11100001: next_rx_packet = 3'd0;
                        8'b11010011: next_rx_packet = 3'd1;
                        8'b11000011: next_rx_packet = 3'd2;
                        8'b01001011: next_rx_packet = 3'd3;
                        8'b11010010: next_rx_packet = 3'd4;
                        default: begin 
                            next_rx_packet = 3'd7;
                        end
                    endcase
                    if (byte_reg[3:0] == 4'd3 || byte_reg[3:0] == 4'd11) begin
                        flush = 1;
                    end else begin
                        flush = 0;
                    end
                end else begin
                    rx_transfer_active = 0;
                end
            end
            TOKEN: begin
                rx_transfer_active = 1;
            end
            DATA: begin
                flush = 0;
                rx_transfer_active = 1;
                if (!prev_end_packet) begin
                    if (prev_prev_valid) begin
                        if (buffer_occupancy < 7'd64) begin
                            rx_store_packet_data = 1;
                            rx_packet_data = byte_reg;
                        end
                    end
                end
            end
            WAIT: begin
                rx_transfer_active = 1;
                rx_store_packet_data = 0;
            end
            WAITA: begin
                rx_transfer_active = 1;
            end
            WAITB: begin
                rx_transfer_active = 1;
            end
            WAITC: begin
                rx_transfer_active = 1;
            end
            WAITD: begin
                rx_transfer_active = 1;
            end
            WAITE: begin
                rx_transfer_active = 1;
            end
            WAITF: begin
                rx_transfer_active = 1;
            end
            ERROR:  begin rx_error = 1;
                    n_err = 1;
                    rx_transfer_active = 0;
            end
            EOP: begin
                next_rx_data_ready = 1;
                rx_transfer_active = 0;
            end
            WAIT5: restart = 1;
            default: begin
            end
        endcase
    end
endmodule
`timescale 1ns / 10ps
module rx_timer #(
) (
    input clk, n_rst,
    input logic timer_en, timer_clr, restart,
    output logic byte_done, shift_strobe, bit_done,
    output logic [3:0] pd_count, bit_count
);
    logic flag1, flag2;
    logic [3:0] count1, count2;
    bit_pd_counter_rx pd (
        .clk(clk),
        .n_rst(n_rst),
        .restart(restart),
        .enable(timer_en),
        .clear(timer_clr),
        .flag(flag1),
        .count_out(count1)
    );
    flex_counter_rx count (
        .clk(clk),
        .n_rst(n_rst),
        .restart(restart),
        .clear(timer_clr),
        .count_enable(flag1),
        .rollover_val(4'h8),
        .rollover_flag(flag2),
        .count_out(count2)
    );
    assign shift_strobe = flag1;
    assign bit_done = flag1;
    assign byte_done = flag2;
    assign pd_count = count1;
    assign bit_count = count2;
endmodule
`timescale 1ns / 10ps
module usb_rx #(
) (
    input clk, n_rst,
    input logic dp_in, dm_in,
    input logic [6:0] buffer_occupancy,
    output logic flush,
    output logic rx_data_ready, rx_transfer_active, rx_error, rx_store_packet_data,
    output logic [7:0] rx_packet_data, 
    output logic [2:0] rx_packet
);
    logic d_orig, error, end_packet;
    logic [7:0] input_data, byte_reg;
    logic unused, serial_out;
    logic shift_enable;
    logic valid_byte, start_count;
    logic bit_done, unused3;
    logic [3:0] pd_count, bit_count, unused1, unused2;
    logic restart;
    decoder nrzi (
        .clk(clk),
        .n_rst(n_rst),
        .restart(restart),
        .dp_in(dp_in),
        .dm_in(dm_in),
        .sample_en(shift_enable),
        .d_orig(d_orig),
        .error(error),
        .end_packet(end_packet)
    );
    flex_sr_rx #(.MSB_FIRST(0)) bit_shift (
        .clk(clk),
        .n_rst(n_rst),
        .restart(restart),
        .shift_enable(shift_enable),
        .load_enable(1'b0),
        .serial_in(d_orig),
        .parallel_in(8'b0),
        .serial_out(serial_out),
        .parallel_out(input_data)
    );
    assign unused = serial_out;
    always_ff @(posedge clk, negedge n_rst, posedge restart) begin
        if (!n_rst)
            byte_reg <= 8'b0;
        else if (restart)
            byte_reg <= 8'b0;
        else    
            byte_reg <= input_data;
    end
    rx_cu rcu (
        .clk(clk),
        .n_rst(n_rst),
        .restart(restart),
        .byte_reg(byte_reg),
        .end_packet(end_packet),
        .error(error),
        .valid_byte(valid_byte),
        .shift_strobe(shift_enable),
        .buffer_occupancy(buffer_occupancy),
        .start_count(start_count),
        .rx_packet_data(rx_packet_data),
        .rx_transfer_active(rx_transfer_active),
        .rx_error(rx_error),
        .rx_store_packet_data(rx_store_packet_data),
        .rx_data_ready(rx_data_ready),
        .flush(flush),
        .rx_packet(rx_packet)
    );
    logic temp;
    assign temp = error || start_count;
    rx_timer timer (
        .clk(clk),
        .n_rst(n_rst),
        .restart(restart),
        .timer_en(1'b1),
        .timer_clr(temp),
        .bit_done(bit_done),
        .shift_strobe(shift_enable),
        .byte_done(valid_byte),
        .pd_count(pd_count),
        .bit_count(bit_count)
    );
    assign unused1 = pd_count;
    assign unused2 = bit_count;
    assign unused3 = bit_done;
endmodule
==> /design/flow/run.sh <==
#!/bin/bash
# OpenROAD 26Q1-2900-gdf79404cd8, Yosys 0.63+post, stock flow scripts
make -C /OpenROAD-flow-scripts/flow DESIGN_CONFIG=/design/flow/config.mk WORK_HOME=/design/flow/orfs finish
==> /design/flow/config.mk <==
export PLATFORM = sky130hd
export DESIGN_NAME = usb_rx
export DESIGN_NICKNAME = usb_rx
export VERILOG_FILES = /design/flow/design.v
export SDC_FILE = /design/flow/constraint.sdc
export NUM_CORES = 4
export LEC_CHECK = 1
export CORE_UTILIZATION = 50
==> /design/flow/constraint.sdc <==
current_design usb_rx

set clk_period 1.4
set clk_io_pct 0.2

create_clock -name clk0 -period $clk_period [get_ports {clk}]

set non_clock_inputs [all_inputs -no_clocks]
set_input_delay [expr $clk_period * $clk_io_pct] -clock clk0 $non_clock_inputs
set_output_delay [expr $clk_period * $clk_io_pct] -clock clk0 [all_outputs]
==> impl_metrics.tcl <==
# place-and-route summary
set metrics [dict create \
    status "complete, but fails checks" \
    violations "setup timing" \
    drc 0 \
    setup_viol 27 \
    drt-pass1-iter-count 4 \
    clkTransAtPathRegs_ns 0.06 \
    nFillCells 271 \
    synth.area.top_cells "dfrtp_1 51%, dfstp_2 5.1%, mux2i_1 5.0%" \
    die_x_um 74.0 \
    place_congestion 0.840 \
    viasPerCell 5.22 \
    grt_max_degree 34 \
    top_layer "met4" \
    slew_violations 0 \
    tightest_slew_ns 0.418 \
    hold_ws_ns 0.224 \
    fp_util_pct 53.5 \
    rsz0062_at_grt "true" \
    crit_required_ns 1.12 \
    grtUsageTotal_pct 23.6 \
    clock_path_buffers 2 \
    antenna_found_initial 0 \
    wl_met3_um 297 \
    r2r_setup_slack_ns -0.36 \
    hold_viol_final 0 \
    crit_buf_inv 5 \
    grt_pass1_vias 2010 \
    synth_top_cell_by_area "dfrtp_1" \
    peakVddDrop_v 0.00103 \
    port_buffers 26 \
    skew_ns 0.00711 \
    core_um2 4850 \
    edf_count 0 \
    yosys_warnings 6 \
    cts_tree "built" \
    ys_cells 236 \
    cp_slowest_cell "dfrtp_1" \
    dp.cells 375 \
    startpoint_type "flop" \
    fp.dieH_um 74.0 \
    largest_register_ffs 19 \
    pre_cts_ws_ns -0.691 \
    slew_headroom_pct 72.1 \
    syn_area_um2 2590 \
    critPathMaxFanout 3 \
    p_leak_nw 1.83 \
    vias 2150 \
    async_flop_share_pct 100 \
    clkSinkCount 58 \
    synth_flop_count 58 \
    critPathTopFamily "simple AND/OR/NAND/NOR gates" \
    path_cells "inv_2 > and3_4 > nor2b_4 > buf_6 > buf_6 > buf_6 > and2_4 > buf_6" \
    fmax_mhz 524 \
    synth-main-ff-cell "dfrtp_1" \
    chipArea_um2 5480 \
    clockRootBuffer "clkbuf_8" \
    crit_type "flop to primary output" \
    final_cell_count_no_fill 412 \
    cp_slowest_stage_delay_ns 0.39 \
    hp-class "input pin to flop" \
    synth.avg_cell_area_um2 11.0 \
    drt_iter0_drc 102 \
    top_cell_area_share_pct 51.1 \
    diodes 0 \
    drt-met1-wl_um 3000 \
    drive_gt1_share_pct 43.5 \
    clock_latency_ns 0.33 \
    rows 25 \
    end_kind "primary output" \
    netlist_instances 236 \
    pwr_density_cell_nw_per_um2 1440 \
    post-route-util_pct 80.3 \
    grt_overflow 0 \
    maxCapViolations 0 \
    warning_count 32 \
    fin_crit_sh_pct 136 \
    ys_seq_share_pct 56.2 \
    grt_pass1_wl_um 9360 \
    syn_to_final_growth_pct 50.0 \
    ios 27 \
    wl_met2_um 2580 \
    crit_arrival_ns 1.63 \
    crit_top_cell "buf_6" \
    wire_per_inst_um 14.4 \
    postRouteAntennaNets 0 \
    period_minus_slack_ns 1.91 \
    hpwl_um 3640 \
    timing.final.ws_setup_ns -0.507 \
    netlist-cell-type-count 49 \
    htree_levels 3 \
    yosysChipArea_um2 2590 \
    cts_made_buffers 9 \
    postRouteWirelength_um 5940 \
]
-- power by group --
part	leakage (nW)	internal (W)	total [W]	switching, W
clock	0.0966	0.000871	0.00150	0.000627
combinational	0.970	0.00101	0.00185	0.000838
sequential	0.765	0.00201	0.00227	0.000256
-- cells in the final DEF (no fill, tap or decap), types with 7 or more instances in the layout --
cell | Yosys | final
buf_2 | 2 | 8
clkbuf_8 | 0 | 10
nor2_1 | 25 | 24
inv_1 | 10 | 9
nor2b_1 | 9 | 8
a21oi_2 | 1 | 8
mux2i_1 | 13 | 13
o21ai_0 | 10 | 7
buf_4 | 0 | 58
buf_6 | 0 | 18
dfrtp_1 | 53 | 53
-- through the flow --
step	TNS, ns	instance area (um2)	total power [W]
after global placement	-15.87	3350	0.00388
final	-6.70	3890	0.00561
after CTS	-6.85	3760	0.00552
after global routing	-8.35	3890	0.00593
after floorplan	-2.55	2640	0.00313
after detailed placement	-16.66	3350	0.00391
-- per-layer routing --
| metal | global-route usage, % | vias to the layer above |
|---|---|---|
| met1 | 40.8 | 1033 |
| met5 | 0 | - |
| li1 | - | 1054 |
| met3 | 5.77 | 7 |
| met4 | 2.56 | 0 |
| met2 | 33.2 | 56 |
-- final cells by class --
| class | instances | area (um2) | share of cell area, % |
|---|---|---|---|
| Timing Repair Buffer | 100 | 835 | 21.4 |
| Clock buffer | 12 | 145 | 3.73 |
| Tap cell | 67 | 83.8 | 2.15 |
| Sequential cell | 58 | 1460 | 37.5 |
| Clock inverter | 4 | 51.3 | 1.32 |
| Multi-Input combinational cell | 161 | 1280 | 32.9 |
| Inverter | 10 | 37.5 | 0.965 |
-- cell usage after synthesis, drive strengths merged, types with 2 or more instances --
library cell and n:
a32oi 2, or4 4, nor4 4, mux2i 13, nand2b 6, clkbuf 5, ha 4, o32ai 2
nor3b 3, or2 2, a21oi 11, dfrtp 53, o31ai 2, nand3 5, buf 2, o21a 2
nor4bb 2, a31oi 3, o21ai 10, nor3 8, nand2 5, xor2 3, nor2 25, dfstp 5
inv 10, and2 10, xnor2 2, nor2b 9, a21o 2, nand4 2, nand3b 3, or3 2
-- worst reg2reg max path, cell delays in order (launching register included) --
cell and delay, ns:
dfrtp_1 0.38, or4b_4 0.56, o2bb2a_4 0.21, or4_4 0.41
a21oi_2 0.13
-- worst paths after layout --
| path | from | end | cells after the start |
|---|---|---|---|
| min in group asynchronous | n_rst | rcu.prev_end_packet | 2 |
| hold reg to reg | rcu.state[2] | rcu.state[12] | 0 |
| max in group asynchronous | n_rst | rcu.rx_packet[0] | 3 |
| setup / recovery | rcu.prev_end_packet | rx_packet_data[3] | 8 |
| hold / removal | dm_in | nrzi.prev_dm | 3 |
| setup reg to reg | timer.pd.cycle_ctr[0] | timer.pd.curr_flag | 4 |
-- kinds of logic after synthesis --
| logic type | after synthesis | synth area share, % |
|---|---|---|
| AOI/OAI and AO/OA | 43 | 11.3 |
| xor gates and xnor gates | 5 | 1.69 |
| adders and majority gates | 5 | 2.32 |
| buffers and inverters | 17 | 2.56 |
| DFF | 58 | 56.2 |
| muxes | 13 | 5.02 |
| and+or+nand+nor | 95 | 20.9 |
-- timing repair --
action                                 in CTS  in global routing
buffers inserted                           16                  6
hold buffers                                1                  0
pin swaps                                  23                  9
endpoints found under the hold margin      15                  0
setup endpoints to repair                  41                 33
resized                                    75                 28
gates cloned                                1                  0
Power is estimated from default activity; no workload was simulated.
