==> ./design.v <==
`timescale 1ns / 10ps
module flex_counter #(
    parameter SIZE = 4
) (
    input logic clk,
    input logic n_rst,
    input logic clear,
    input logic count_enable,
    input logic [SIZE-1:0]rollover_val,
    output logic [SIZE-1:0]count_out,
    output logic rollover_flag
);
    logic [SIZE-1:0]curr_count;
    logic [SIZE-1:0]next_count;
    logic next_rollover_flag;
    always_ff @( posedge clk or negedge n_rst ) begin
        if(!n_rst) begin
            curr_count <= 0;
            rollover_flag <= 0;
        end else begin
            curr_count <= next_count;
            rollover_flag <= next_rollover_flag;
        end
    end
    always_comb begin
        next_count = curr_count;
        if(clear) begin
            next_count = 0;
        end else if(count_enable) begin
            if(curr_count >= rollover_val) begin
                next_count = 1;
            end else begin
                next_count = curr_count+1;
            end
        end
        next_rollover_flag = (next_count == rollover_val);
    end
    assign count_out = curr_count;
endmodule
`timescale 1ns / 10ps
module flex_sr #(
    parameter SIZE = 8,
    parameter MSB_FIRST = 0
) (
    input logic clk,
    input logic n_rst,
    input logic shift_enable,
    input logic load_enable,
    input logic serial_in,
    input logic [SIZE-1:0]parallel_in,
    output logic serial_out,
    output logic [SIZE-1:0]parallel_out
);
    logic [SIZE-1:0]sr_temp;
    logic [SIZE-1:0]sr_next;
    always_ff @(posedge clk, negedge n_rst) begin
        if(!n_rst) begin
            sr_temp <= {SIZE{1'b1}};
        end else begin
            sr_temp <= sr_next;
        end
    end
    always_comb begin
        if(load_enable) begin
            sr_next = parallel_in;
        end else if(shift_enable) begin
            if(MSB_FIRST) begin
                sr_next = {sr_temp[SIZE-2:0], serial_in};
            end else if(!MSB_FIRST) begin
                sr_next = {serial_in, sr_temp[SIZE-1:1]};
            end
        end else begin
            sr_next = sr_temp;
        end
    end
    assign serial_out = MSB_FIRST ? sr_temp[SIZE-1] : sr_temp[0];
    assign parallel_out = sr_temp;
endmodule
`timescale 1ns / 10ps
module bit_pd_counter (
    input clk, n_rst,
    input logic enable,
    input logic clear,
    output logic flag,
    output logic [3:0] count_out
);
  logic [1:0] cycle_ctr, next_cycle_ctr;
  logic [3:0] period_cnt, next_period_cnt;
  logic curr_flag, next_flag;
  logic [3:0] max_cnt;
  always @(posedge clk, negedge n_rst) begin
    if (!n_rst) begin
      cycle_ctr  <= 2'd0;
      period_cnt <= 4'd0;
      curr_flag     <= 1'b0;
    end
    else begin
      cycle_ctr  <= next_cycle_ctr;
      period_cnt <= next_period_cnt;
      curr_flag <= next_flag;
    end
  end
  always_comb begin
    next_cycle_ctr = cycle_ctr;
    next_period_cnt = period_cnt;
    max_cnt = (cycle_ctr == 2) ? 4'd8 : 4'd7;
    if(clear) begin
        next_cycle_ctr = 0;
        next_period_cnt = 0;
    end else if(enable) begin
        if(period_cnt == max_cnt) begin
            next_period_cnt = 4'h0;
            if(cycle_ctr == 2) begin
                next_cycle_ctr = 2'h0;
            end else begin
                next_cycle_ctr = cycle_ctr + 1;
            end
        end else begin
            next_period_cnt = period_cnt + 1;
        end
    end
    next_flag = (next_period_cnt == max_cnt);
  end
  assign count_out = period_cnt;
  assign flag = curr_flag;
endmodule
`timescale 1ns / 10ps
module bit_stuffer #(
) (
    input clk, n_rst,
    input logic serial_in,
    input logic shift_strobe,
    output logic bit_out,
    output logic shift_en
);
    logic [2:0] stuff_count, next_stuff_count;
    logic stuff_en, next_stuff_en;
    always_ff @(posedge clk, negedge n_rst) begin
        if(!n_rst) begin
            stuff_count <= 3'h0;
            stuff_en <= 1'b0;
        end else begin
            stuff_count <= next_stuff_count;
            stuff_en <= next_stuff_en;
        end
    end
    always_comb begin
        next_stuff_count = stuff_count;
        next_stuff_en = stuff_en;
        if(shift_strobe) begin
            if(stuff_en) begin
                next_stuff_en = 1'b0;
                next_stuff_count = 3'h0;
            end else begin
                if(serial_in == 1'b1) begin
                    if(stuff_count == 3'h5) begin
                        next_stuff_en = 1'b1;
                        next_stuff_count = 3'h0;
                    end else begin
                        next_stuff_count = stuff_count + 1;
                    end
                end else begin
                    next_stuff_count = 3'h0;
                end
            end
        end
    end
    always_comb begin
        bit_out = stuff_en ? 0 : serial_in;
        shift_en = ~stuff_en & shift_strobe;
    end
endmodule
`timescale 1ns / 10ps
module encoder #(
) (
    input clk, n_rst,
    input logic serial_in,
    input logic shift_strobe,
    input logic send_eop,
    input logic [4:0]curr_state,
    output logic dp_out,
    output logic dm_out
);
    logic d_out, next_d, d_inv, next_d_inv;
    always_ff @(posedge clk, negedge n_rst) begin
        if(!n_rst) begin
            d_out <= 1'b1;
            d_inv <= 1'b0;
        end else begin
            d_out <= next_d;
            d_inv <= next_d_inv;
        end
    end
    always_comb begin
        next_d = d_out;
        next_d_inv = d_inv;
        if (shift_strobe && (curr_state==5'h9 || curr_state==5'd10 || curr_state==5'd11)) begin
            next_d = 1'b0;
            next_d_inv = 1'b0;
        end else if(shift_strobe) begin
            next_d = serial_in ? d_out : ~d_out;
            next_d_inv = ~next_d;
        end
    end
    assign dp_out = d_out;
    assign dm_out = d_inv;
endmodule
`timescale 1ns / 10ps
module tx_timer (
    input clk, n_rst,
    input logic timer_en, timer_clr,
    output logic byte_done,
    output logic bit_done,
    output logic shift_strobe,
    output logic [3:0] pd_count, bit_count
);
    logic flag1, flag2;
    logic [3:0]count1, count2;
    bit_pd_counter bit_pd(
        .clk(clk), 
        .n_rst(n_rst),
        .enable(timer_en),
        .clear(timer_clr),
        .flag(flag1),
        .count_out(count1)
    );
    flex_counter #(
        .SIZE(4)
    ) bit_counter(
        .clk(clk),
        .n_rst(n_rst),
        .clear(timer_clr),
        .count_enable(flag1),
        .rollover_val(4'h8),
        .rollover_flag(flag2),
        .count_out(count2)
    );
    assign byte_done = (count1==4'h6) ? flag2 : 1'b0;
    assign shift_strobe = flag1;
    assign bit_done = flag1;
    assign pd_count = count1;
    assign bit_count = count2;
endmodule
`timescale 1ns / 10ps
module txcu #(
) (
    input clk, n_rst,
    input logic [7:0] tx_packet_data,
    input logic [6:0] buffer_occupancy,
    input logic [2:0] tx_packet,
    input logic byte_done,  bit_done,
    input logic [3:0]pd_count, bit_count,
    output logic [7:0] data_to_send,
    output logic timer_en, timer_clr,
    output logic load_en,
    output logic send_eop,
    output logic tx_transfer_active,
    output logic get_tx_packet_data,
    output logic tx_error,
    output logic [4:0]curr_state
);
typedef enum logic [4:0] {IDLE, EIDLE, LOAD_SYNC, SEND_SYNC, LOAD_PID, SEND_PID, FETCH_TX_DATA, LOAD_TX_DATA, SEND_TX_DATA, WAIT_EOP, SEND_EOP1, SEND_EOP2, END_TX, LOAD_CRC1, SEND_CRC1, LOAD_CRC2, SEND_CRC2} state_t;
typedef enum logic [2:0] {OUT, IN, DATA0, DATA1, ACK, NAK, STALL} tx_packet_type;
state_t state, next_state;
localparam [7:0]SYNC_DATA = 8'b00000001;
localparam [7:0]DATA0_PID = 8'b11000011;
localparam [7:0]DATA1_PID = 8'b01001011;
localparam [7:0]ACK_PID = 8'b11010010;
localparam [7:0]NAK_PID = 8'b01011010;
localparam [7:0]STALL_PID = 8'b00011110;
always_ff @(posedge clk, negedge n_rst) begin : state_logic
    if(!n_rst) begin
        state <= IDLE;
        tx_transfer_active <= 0;
    end else begin
        state <= next_state;
        tx_transfer_active <= (next_state!=IDLE && next_state!=EIDLE && next_state!=END_TX);
    end
end
always_comb begin : next_state_logic
    next_state = state;
    case (state)
        IDLE: begin
            if((tx_packet == DATA0 || tx_packet == DATA1) && buffer_occupancy == 7'h0) begin
                next_state = EIDLE;
            end else if(((tx_packet == DATA0 || tx_packet == DATA1) && buffer_occupancy != 7'h0) || tx_packet == ACK || tx_packet == NAK || tx_packet == STALL)begin
                next_state = LOAD_SYNC;
            end else begin
                next_state = IDLE;
            end
        end
        LOAD_SYNC: next_state = SEND_SYNC;
        SEND_SYNC: next_state = byte_done ? LOAD_PID : SEND_SYNC;
        LOAD_PID: next_state = SEND_PID;
        SEND_PID: begin
            if(pd_count==4'h4 && bit_count==4'h8) begin
                next_state = (tx_packet==DATA0 || tx_packet==DATA1) ? FETCH_TX_DATA : SEND_PID;
            end else if (byte_done) begin
                next_state = WAIT_EOP;
            end else begin
                next_state = SEND_PID;
            end
        end
        FETCH_TX_DATA: next_state = LOAD_TX_DATA;
        LOAD_TX_DATA: next_state = SEND_TX_DATA;
        SEND_TX_DATA: begin
            if(buffer_occupancy != 0) begin
                next_state = (pd_count==4'h4 && bit_count==4'h8) ? FETCH_TX_DATA : SEND_TX_DATA;
            end else begin
                next_state = (pd_count==4'h5 && bit_count==4'h8) ? LOAD_CRC1 : SEND_TX_DATA;
            end
        end
        LOAD_CRC1: next_state = SEND_CRC1;
        SEND_CRC1: next_state = (pd_count==4'h5 && bit_count==4'h8) ? LOAD_CRC2 : SEND_CRC1;
        LOAD_CRC2: next_state = SEND_CRC2;
        SEND_CRC2: next_state = byte_done ? WAIT_EOP : SEND_CRC2;
        WAIT_EOP: next_state = bit_done ? SEND_EOP1 : WAIT_EOP;
        SEND_EOP1: next_state = bit_done ? SEND_EOP2 : SEND_EOP1;
        SEND_EOP2: next_state = bit_done ? END_TX : SEND_EOP2;
        END_TX: next_state = tx_packet==3'h7 ? IDLE : END_TX;
        EIDLE: begin
            if((tx_packet == DATA0 || tx_packet == DATA1) && buffer_occupancy == 7'h0) begin
                next_state = EIDLE;
            end else if (((tx_packet == DATA0 || tx_packet == DATA1) && buffer_occupancy != 7'h0) || tx_packet == ACK || tx_packet == NAK || tx_packet == STALL) begin
                next_state = LOAD_SYNC;
            end else begin
                next_state = EIDLE;
            end
        end
        default: next_state = state;
    endcase
end
always_comb begin : output_block
    data_to_send = 8'h1;
    timer_en = 0;
    timer_clr = 0;
    load_en = 0;
    send_eop = 0;
    case(state)
        IDLE: begin
            data_to_send = 8'h1;
            timer_en = 0;
            load_en = 0;
            send_eop = 0;
            timer_clr = 1'b1;
        end
        LOAD_SYNC: begin
            data_to_send = SYNC_DATA;
            timer_en = 1'b1;
            timer_clr = 1'b0;
            load_en = 1'b1;
        end
        SEND_SYNC: begin
            load_en = 1'b0;
            timer_en = 1'b1;
        end
        LOAD_PID: begin
            load_en = 1'b1;
            timer_en = 1'b1;
            case(tx_packet)
                DATA0: data_to_send = DATA0_PID;
                DATA1: data_to_send = DATA1_PID;
                ACK: data_to_send = ACK_PID;
                NAK: data_to_send = NAK_PID;
                STALL: data_to_send = STALL_PID;
                default: data_to_send = 8'b11111111;
            endcase
        end
        SEND_PID:  begin
            load_en = 1'b0;
            timer_en = 1'b1;
            case(tx_packet)
                DATA0: data_to_send = DATA0_PID;
                ACK: data_to_send = ACK_PID;
                NAK: data_to_send = NAK_PID;
                STALL: data_to_send = STALL_PID;
                default: data_to_send = 8'b11111111;
            endcase
        end
        FETCH_TX_DATA:  begin
            timer_en = 1'b1;
        end
        LOAD_TX_DATA:  begin
            load_en = 1'b1;
            data_to_send = tx_packet_data;
            timer_en = 1'b1;
        end
        SEND_TX_DATA:  begin
            load_en = 1'b0;
            data_to_send = tx_packet_data;
            timer_en = 1'b1;
        end
        LOAD_CRC1:  begin
            load_en = 1'b1;
            data_to_send = 8'h55;
            timer_en = 1'b1;
        end
        SEND_CRC1:  begin
            load_en = 1'b0;
            data_to_send = 8'h55;
            timer_en = 1'b1;
        end
        LOAD_CRC2:  begin
            load_en = 1'b1;
            data_to_send = 8'h55;
            timer_en = 1'b1;
        end
        SEND_CRC2:  begin
            load_en = 1'b0;
            data_to_send = 8'h55;
            timer_en = 1'b1;
        end
        WAIT_EOP:  begin
            load_en = 1'b0;
            send_eop = 1'b0;
            timer_en = 1'b1;
        end
        SEND_EOP1:  begin
            load_en = 1'b0;
            send_eop = 1'b1;
            timer_en = 1'b1;
        end
        SEND_EOP2:  begin
            load_en = 1'b0;
            send_eop = 1'b1;
            timer_en = 1'b1;
        end
        END_TX: begin
            data_to_send = 8'h1;
            timer_en = 0;
            load_en = 0;
            send_eop = 0;
            timer_clr = 1'b1;
        end
        EIDLE:  begin
            data_to_send = 8'h1;
            timer_en = 0;
            load_en = 0;
            send_eop = 0;
        end
        default: begin
            data_to_send = 8'hFF;
            timer_en = 0;
            load_en = 0;
            send_eop = 0;
            timer_clr = 0;
        end
    endcase
end
assign curr_state = state;
assign get_tx_packet_data = state==FETCH_TX_DATA;
assign tx_error = state==EIDLE;
endmodule
`timescale 1ns / 10ps
module usb_tx_stuff (
    input clk, n_rst,
    input logic [7:0] tx_packet_data,
    input logic [6:0] buffer_occupancy,
    input logic [2:0] tx_packet,
    output logic dp_out, dm_out,
    output logic tx_transfer_active, tx_error, get_tx_packet_data
);
    logic byte_done, timer_en, timer_clr, load_en, send_eop, shift_strobe, sr_to_stuffer, bit_done, stuffer_to_encoder; 
    logic [7:0]data_to_send;
    logic [4:0]curr_state;
    logic [3:0]pd_count, bit_count;
    logic shift_en;
    txcu fsm_ctrl(
        .clk(clk),
        .n_rst(n_rst),
        .tx_packet_data(tx_packet_data),
        .buffer_occupancy(buffer_occupancy),
        .tx_packet(tx_packet),
        .byte_done(byte_done),
        .bit_done(bit_done),
        .pd_count(pd_count),
        .bit_count(bit_count),
        .data_to_send(data_to_send),
        .timer_en(timer_en), 
        .timer_clr(timer_clr),
        .load_en(load_en),
        .send_eop(send_eop),
        .tx_transfer_active(tx_transfer_active),
        .get_tx_packet_data(get_tx_packet_data),
        .tx_error(tx_error),
        .curr_state(curr_state)
    );
    tx_timer timer(
        .clk(clk), 
        .n_rst(n_rst),
        .timer_en(timer_en), 
        .timer_clr(timer_clr),
        .byte_done(byte_done),
        .bit_done(bit_done),
        .shift_strobe(shift_strobe),
        .pd_count(pd_count),
        .bit_count(bit_count)
    );
    flex_sr #(
        .SIZE(8),
        .MSB_FIRST(0)
    ) pts_register (
        .clk(clk),
        .n_rst(n_rst),
        .shift_enable(shift_en),
        .load_enable(load_en),
        .serial_in(1'b1),
        .parallel_in(data_to_send),
        .serial_out(sr_to_stuffer),
        .parallel_out()
    );
    encoder encoder_module(
        .clk(clk), 
        .n_rst(n_rst),
        .serial_in(stuffer_to_encoder),
        .shift_strobe(shift_strobe),
        .curr_state(curr_state),
        .send_eop(send_eop),
        .dp_out(dp_out),
        .dm_out(dm_out)
    );
    bit_stuffer stuffer(
        .clk(clk),
        .n_rst(n_rst),
        .serial_in(sr_to_stuffer),
        .shift_strobe(shift_strobe),
        .bit_out(stuffer_to_encoder),
        .shift_en(shift_en)
    );
endmodule
==> ./run.sh <==
#!/bin/bash
# OpenROAD 26Q1-2900-gdf79404cd8, Yosys 0.63+post, stock flow scripts
make -C /OpenROAD-flow-scripts/flow DESIGN_CONFIG=/design/flow/config.mk WORK_HOME=/design/flow/orfs finish
==> ./config.mk <==
export PLATFORM = sky130hd
export DESIGN_NAME = usb_tx_stuff
export DESIGN_NICKNAME = usb_tx_stuff
export VERILOG_FILES = /design/flow/design.v
export SDC_FILE = /design/flow/constraint.sdc
export NUM_CORES = 4
export LEC_CHECK = 1
export CORE_UTILIZATION = 50
==> ./constraint.sdc <==
current_design usb_tx_stuff

set clk_period 2.9
set clk_io_pct 0.2

create_clock -name clk0 -period $clk_period [get_ports {clk}]

set non_clock_inputs [all_inputs -no_clocks]
set_input_delay [expr $clk_period * $clk_io_pct] -clock clk0 $non_clock_inputs
set_output_delay [expr $clk_period * $clk_io_pct] -clock clk0 [all_outputs]
==> run summary <==
Hold Fails Final Rpt = 0
worst-path fanout max = 4
number of buffers created by CTS = 5
status = completed
number of global-route vias before repair = 1902
setup TNS = 0 ns
level count of the clock H-tree = 2
CTS max path bufs = 2
routed vias/inst = 5.701
TritonCTS clock tree = done
clock period minus worst slack = 2.394 ns
clock latency (worst-skew pair) = 0.30 ns
Layout Cells excl Fill = 361
post-CTS sizing = 0
WS Path Type = in2reg
synthesized area = 2507 sq um
CORE AREA = 4786 sq um
Setup Fix Bufs, Post-CTS = 0
io pins = 25
ys cells = 269
Max Cap Viol = 0
Tightest Hold Check Type = in2async
CP Data Arrival Time = 2.58 ns
cts hold-fix bufs = 0
Gate Count Post-Synth = 269
final WL = 5421 microns
WL per Instance = 15.02 microns
share of synthesized registers carrying an async set or reset = 1.000
yosys synthesis warning count = 6
gpl congestion = 0.9233
fin util = 0.6115
Main synth FF type = dfrtp_1
Commonest Layout Cell = dfrtp_1
Worst-Margin Slew = 0.6747 ns
Slew HR = 0.5502
worst endpoint required time = 3.08 ns
Clock Pin Slew Worst Setup and Hold Paths = 0.09 ns
Inst Count DP = 353
Final Setup Violations = 0
crit-path cells = clkdlybuf4s50_1 -> or4_4 -> nor4_2 -> and4_4 -> o2111ai_1 -> mux2i_1 -> nand2_1
Final Cycle Share = 0.8256
die width = 72.82 microns
DRT antenna net count = 0
first drt pass iteration count = 4
pre-placement core utilization = 0.5239
maximum clock frequency = 0.4176 GHz
vias = 2058
DRC Markers = 0
Seq share, synth = 0.4441
Root Buffer = clkbuf_8
Post-synth regs = 44
clock sinks = 44
Fill cells = 407
Row Count = 25
R2R Setup Slk = 0.65 ns
slowest cell on the critical path = or4_4
Yosys chip area = 2507 sq um
most instantiated logic cells after routing = dfrtp_1 (34), nand2_1 (27), a21oi_1 (25)
VDD IR-drop max = 0.4498 mV
die area = 5302 sq um
DR iter-0 viols = 195
tool warning count = 30
Area Overhead vs Synth = 16.72%
PD cells = 708.0 nW/um^2
Cell variety after synth = 59
antenna violations before repair = 0
Clock Skew = 0.004504 ns
Mean Syn Cell Area = 9.321 sq um
critical path's largest stage delay = 0.56 ns
Final Max Tran Viols = 0
hpwl dp = 3897 microns
crit end category = register
die height = 72.82 microns
GRT Util Overall = 0.2288
leakage power = 1.265 nW
share of layout cells above drive strength 1 = 0.1224
number of enable flip-flop cells = 0
unrepaired setup endpoints after global routing = no
global-route wire length before repair = 9087 microns
pin count of the biggest net entering global routing = 31
Startpoint Class = input port
overflow left after global routing = 0
Port Buffers = 24
ANT cells = 0
## final timing paths
check	endpoint	start	depth (start not counted)
max	fsm_ctrl.tx_transfer_active	buffer_occupancy[2]	7
min	fsm_ctrl.state[11]	n_rst	1
max reg2reg	fsm_ctrl.tx_transfer_active	timer.bit_pd.period_cnt[1]	8
min reg2reg	fsm_ctrl.state[15]	fsm_ctrl.state[7]	0
max in group asynchronous	pts_register.sr_temp[0]	n_rst	2
min in group clk0	fsm_ctrl.state[15]	fsm_ctrl.state[7]	0
## cell usage after synthesis, drive strengths merged (2+ instances only)
cell | n | area, sq um
nand3 | 8 | 40.04
a31oi | 3 | 18.77
nor4 | 6 | 58.80
nand3b | 2 | 15.01
and4b | 2 | 20.02
nand2 | 27 | 101.4
a21oi | 26 | 133.9
a22oi | 3 | 22.52
clkbuf | 7 | 26.28
mux2i | 7 | 73.82
dfstp | 10 | 262.8
a2bb2oi | 2 | 17.52
nor2 | 23 | 88.84
a2111oi | 3 | 26.28
o21ai | 14 | 70.07
and3 | 3 | 18.77
nor4b | 2 | 17.52
a211oi | 4 | 30.03
o2bb2ai | 2 | 17.52
nand2b | 3 | 18.77
a21o | 4 | 30.03
nand4 | 6 | 37.54
mux2 | 2 | 22.52
nand4b | 4 | 35.03
a22o | 2 | 17.52
dfrtp | 34 | 850.8
and3b | 3 | 26.28
nor3 | 6 | 30.03
nor2b | 4 | 25.02
buf | 3 | 17.52
and4 | 2 | 20.02
o221ai | 2 | 23.77
xor2 | 3 | 26.28
ha | 6 | 75.07
inv | 16 | 60.06
## area by class of cell
cell class | instances | area [sq um] | share of cell area
timing repair buffer | 27 | 257.7 | 0.08807
sequential | 44 | 1114 | 0.3805
inverter | 17 | 63.81 | 0.02180
multi-input combinational | 198 | 1286 | 0.4395
clock inverter | 2 | 38.79 | 0.01325
clock buffer | 6 | 82.58 | 0.02822
tap | 67 | 83.83 | 0.02864
## report_power, final
group / internal (mW) / leakage [nW] / total [mW] / switching, mW
Sequential: 0.810 / 0.544 / 0.972 / 0.162
Clock: 0.282 / 0.0614 / 0.497 / 0.215
Combinational: 0.306 / 0.660 / 0.603 / 0.297
Total: 1.40 / 1.27 / 2.07 / 0.674
## critical path: cells and delay by family
kind,cells,cell delay (ns)
and+or+nand+nor,4,1.27
AOI/OAI and AO/OA,1,0.14
muxes,1,0.19
buffers and inverters,1,0.40
## sequential cells by signal (all words and copies together), names as in the netlist, named ones only
name,flops
encoder_module.d_out,1
timer.bit_counter.rollover_flag,1
stuffer.stuff_en,1
timer.bit_pd.period_cnt,4
timer.bit_pd.cycle_ctr,2
stuffer.stuff_count,3
timer.bit_pd.curr_flag,1
pts_register.sr_temp,8
fsm_ctrl.tx_transfer_active,1
fsm_ctrl.state,15
encoder_module.d_inv,1
timer.bit_counter.curr_count,4
## metrics by stage
step	power, mW	setup WS (ns)	instance area, sq um	hold WS [ns]
final	2.072	0.5056	2927	0.3114
after global routing	2.226	0.4360	2927	0.3674
after CTS	2.095	0.5209	2927	0.3397
after detailed placement	1.588	0.2367	2805	0.4161
after global placement	1.585	0.3089	2805	0.4060
after floorplan	1.401	0.8443	2507	0.2844
## layer usage
metal | global-route usage | routed length, microns | up-vias
li1 | - | - | 1037
met1 | 0.3753 | 2634 | 963
met2 | 0.3448 | 2443 | 53
met3 | 0.04482 | 294 | 5
met4 | 0.02179 | 48 | 0
met5 | 0 | 0 | -
## kinds of logic after synthesis
logic type                 synth area share
buffers and inverters               0.04292
muxes                               0.03842
and+or+nand+nor                      0.2340
AOI/OAI and AO/OA                    0.2001
DFF                                  0.4441
adders and majority gates           0.02994
xor gates and xnor gates            0.01048
No activity file was given, so power comes from the tool's default toggle rates.
